File: design/flow/design.v
`timescale 1ns / 1ps
module dis_loser(
	input wire clk, reset,on,
	output reg an0,an1,an2,an3,an4,an5,an6,an7,
	output reg [6:0] out_disp
    );
	reg an00, an11, an22, an33;
	reg [6:0] reg_disp;
	reg [26:0] count1;
	reg [2:0] count2;
	reg [2:0] count;
	always @ (posedge clk or posedge reset)
		if (reset)
			begin
				count1<=0;
			end
		else
			begin
				if (count1==27'b000000001011110000100000000)
					count1<=27'b000000000000000000000000000;
				else 
					count1<=count1 + 27'b000000000000000000000000001;
			end
	always @ (posedge clk or posedge reset)
		if (reset) 
			begin
				count2 <= 3'b000;
			end 
		else 
			begin
				if (count1==27'b000000001011110000100000000)
					count2 <= count2 + 3'b001;
			end
   always @(posedge clk or posedge reset)
		if (reset)
			begin
				an0 <= 1'b1;
				an1 <= 1'b1;
				an2 <= 1'b1;
				an3 <= 1'b1;
				an4 <= 1'b1;
                an5 <= 1'b1;
                an6 <= 1'b1;
                an7 <= 1'b1;
			end
      else 
			if(count2 == 3'b000 && on==1'b1)
				begin
					an0 <= 1'b0;
					an1 <= 1'b1;
					an2 <= 1'b1;
					an3 <= 1'b1;
					an4 <= 1'b1;
                    an5 <= 1'b1;
                    an6 <= 1'b1;
                    an7 <= 1'b1;
					reg_disp[6:0] = 7'b0001000;
				end
			else 
				if (count2 == 3'b001 && on==1'b1)
					begin
						an0 <= 1'b1;
						an1 <= 1'b0;
						an2 <= 1'b1;
						an3 <= 1'b1;
						an4 <= 1'b1;
                        an5 <= 1'b1;
                        an6 <= 1'b1;
                        an7 <= 1'b1;
						reg_disp[6:0] = 7'b0000110;
					end
                else 
                    if (count2 == 3'b010 && on==1'b1)
                        begin
                            an0 <= 1'b1;
                            an1 <= 1'b1;
                            an2 <= 1'b0;
                            an3 <= 1'b1;
                            an4 <= 1'b1;
                            an5 <= 1'b1;
                            an6 <= 1'b1;
                            an7 <= 1'b1;
                            reg_disp[6:0] = 7'b1000001;
                        end
                    else
                        if (count2 == 3'b011 && on==1'b1)
                            begin
                                an0 <= 1'b1;
                                an1 <= 1'b1;
                                an2 <= 1'b1;
                                an3 <= 1'b0;
                                an4 <= 1'b1;
                                an5 <= 1'b1;
                                an6 <= 1'b1;
                                an7 <= 1'b1;
                                reg_disp[6:0] = 7'b1000000;
                            end
                        else
                            if (count2 == 3'b100 && on==1'b1)
                                begin
                                    an0 <= 1'b1;
                                    an1 <= 1'b1;
                                    an2 <= 1'b1;
                                    an3 <= 1'b1;
                                    an4 <= 1'b0;
                                    an5 <= 1'b1;
                                    an6 <= 1'b1;
                                    an7 <= 1'b1;
                                    reg_disp[6:0] = 7'b0000110;
                                end
                            else
                                if (count2 == 3'b101 && on==1'b1)
                                    begin
                                        an0 <= 1'b1;
                                        an1 <= 1'b1;
                                        an2 <= 1'b1;
                                        an3 <= 1'b1;
                                        an4 <= 1'b1;
                                        an5 <= 1'b0;
                                        an6 <= 1'b1;
                                        an7 <= 1'b1;
                                        reg_disp[6:0] = 7'b1001000;
                                    end
                                 else
                                      if (count2 == 3'b110 && on==1'b1)
                                           begin
                                               an0 <= 1'b1;
                                               an1 <= 1'b1;
                                               an2 <= 1'b1;
                                               an3 <= 1'b1;
                                               an4 <= 1'b1;
                                               an5 <= 1'b1;
                                               an6 <= 1'b0;
                                               an7 <= 1'b1;
                                               reg_disp[6:0] = 7'b0001000;
                                           end
                                    else
                                        if (count2 == 3'b111 && on==1'b1)
                                            begin
                                              an0 <= 1'b1;
                                              an1 <= 1'b1;
                                              an2 <= 1'b1;
                                              an3 <= 1'b1;
                                              an4 <= 1'b1;
                                              an5 <= 1'b1;
                                              an6 <= 1'b1;
                                              an7 <= 1'b0;
                                              reg_disp[6:0] = 7'b0000010;
                                            end
                                        else
                                            begin
                                                an0 <= 1'b1;
                                                an1 <= 1'b1;
                                                an2 <= 1'b1;
                                                an3 <= 1'b1;
                                                an4 <= 1'b1;
                                                an5 <= 1'b1;
                                                an6 <= 1'b1;
                                                an7 <= 1'b1;
                                            end
	always @*
		begin
			case (reg_disp)                  
				7'b0001000: out_disp[6:0] = 7'b0001000;  
				7'b0000110: out_disp[6:0] = 7'b0000110;  
				7'b1000001: out_disp[6:0] = 7'b1000001;  
				7'b1000000: out_disp[6:0] = 7'b1000000;  
				7'b0000110: out_disp[6:0] = 7'b0000110;  
				7'b1001000: out_disp[6:0] = 7'b1001000;  
				7'b0001000: out_disp[6:0] = 7'b0001000;  
				7'b0000010: out_disp[6:0] = 7'b0000010;  
				default: out_disp[6:0] = 7'b1111111;
			endcase
		end
endmodule
File: design/flow/run.sh
#!/bin/bash
# OpenROAD 26Q1-2900-gdf79404cd8, Yosys 0.63+post, stock flow scripts
make -C /OpenROAD-flow-scripts/flow DESIGN_CONFIG=/design/flow/config.mk WORK_HOME=/design/flow/orfs finish
File: design/flow/config.mk
export PLATFORM = sky130hd
export DESIGN_NAME = dis_loser
export DESIGN_NICKNAME = dis_loser
export VERILOG_FILES = /design/flow/design.v
export SDC_FILE = /design/flow/constraint.sdc
export NUM_CORES = 4
export LEC_CHECK = 1
export CORE_UTILIZATION = 50
File: design/flow/constraint.sdc
current_design dis_loser

set clk_period 6.1
set clk_io_pct 0.2

create_clock -name clk0 -period $clk_period [get_ports {clk}]

set non_clock_inputs [all_inputs -no_clocks]
set_input_delay [expr $clk_period * $clk_io_pct] -clock clk0 $non_clock_inputs
set_output_delay [expr $clk_period * $clk_io_pct] -clock clk0 [all_outputs]
==> ci_impl_report.md <==
## PnR job results

| Metric | Value |
|---|---|
| Fmax | `295.3 MHz` |
| Final tally of hold violations | `0` |
| DIE HEIGHT | `66.30 µm` |
| Most numerous cell in the Yosys netlist | `dfrtp_1` |
| CTS buffer count | `5` |
| Worst EP required | `4.88 ns` |
| Avg Inst Size Synth | `10.99 µm²` |
| Max Root-Sink Buffers | `2` |
| Die Area | `4395 µm²` |
| Clock sink count | `44` |
| Worst-case vdd ir drop | `123.1 µV` |
| Yosys top cell by area | `dfrtp_1` |
| Post-CTS setup buffer count | `0` |
| Vias per cell | `5.384` |
| Synth cell types | `38` |
| Layout cell share with drive strength beyond 1 | `0.1221` |
| ANT nets after route | `0` |
| Die X | `66.30 µm` |
| Drt pass-1 iters | `4` |
| Area Growth Syn to Fin | `15.01%` |
| DR WL/cell | `14.30 µm` |
| Final design utilization | `0.5986` |
| Post_cts resized | `0` |
| RSZ-0062 raised after global routing | `false` |
| Max-area cell share | `0.3632` |
| Pin count of the biggest net entering global routing | `30` |
| Warnings, synthesis | `1` |
| Final WL | `3.761 mm` |
| PD cells | `206.3 nW/µm²` |
| Worst setup path category | `reg -> out` |
| Post-DP HPWL | `2.704 mm` |
| DR iter-0 viols | `97` |
| H-tree Lvls | `2` |
| Global-route wire length before repair | `6.299 mm` |
| Prevailing post-synth register cell | `dfrtp_1` |
| Drt drc | `0` |
| Register area share after synthesis | `0.5230` |
| GR Overflow Total | `0` |
| Top Ports | `18` |
| GPL Wtd Cong | `0.8441` |
| Clk root buf | `clkbuf_8` |
| Critical path startpoint category | `flip-flop` |
| P_leak | `1.044 nW` |
| Data arrival, critical path | `2.17 ns` |
| Reg clk slew, reported paths | `0.07 ns` |
| IO buf count | `17` |
| Mapped cell area | `2067 µm²` |
| TritonCTS clock tree | `yes` |
| Fp util | `0.5205` |
| Cell Rows | `23` |
| Status | `complete, no violations` |
| EDFF count, synth | `0` |
| Tool Warnings | `30` |
| CP Capture Type | `output pin` |
| Clk_skew | `0.008394 ns` |
| Yosys chip area | `2067 µm²` |
| DR vias | `1416` |
| Initial antenna violation count | `0` |
| Core area | `3971 µm²` |
| Worst Path Max Fanout | `4` |
| Total track usage | `0.1994` |
| N_diodes | `0` |
| Fillers | `325` |
| Tightest Pin Transition | `0.4549 ns` |
| Slew Viols, Final | `0` |
| Period Utilization, post-route | `0.5552` |
| Final min period | `3.387 ns` |
| Worst min-delay path category | `reg -> reg` |
| Seq cells post-synth | `44` |
| Most frequent cells after synthesis | `dfrtp_1, xnor2_1, nand2_1` |
| Max-cap violations | `0` |
| Sequential Area | `1081 µm²` |
| Late-Pin Clk Latency | `0.30 ns` |
| Setup violators final | `0` |
| # Cells Yosys | `188` |
| Logic area | `933.4 µm²` |
| Syn Inst Count | `188` |
| Asr flop ratio synth | `0.8636` |
| Final setup TNS | `0 ns` |
| Most area-consuming cells after synthesis | `dfrtp_1, dfstp_2, xnor2_1` |
| Vias in the first global route | `1290` |
| Hold_buf cts | `0` |
| Slew HR | `0.6939` |
where the power goes:
part           internal [W]  switching [W]  leakage (nW)
registers          0.000292    0.000000537         0.542
logic             0.0000139      0.0000102         0.460
clock network     0.0000804      0.0000930        0.0422
path summary, 6_finish.rpt:
path	depth (start not counted)	slack (ns)	startpoint	to
max	5	2.71	reg_disp[5]$_DFF_P_	out_disp[3]
min	2	0.48	reg_disp[1]$_DFF_P_	reg_disp[1]$_DFF_P_
max reg2reg	6	4.09	count2[1]$_DFFE_PP0N_	reg_disp[5]$_DFF_P_
min reg2reg	2	0.48	reg_disp[1]$_DFF_P_	reg_disp[1]$_DFF_P_
max in group asynchronous	3	4.00	reset	an5$_DFF_PP1_
min in group asynchronous	2	1.38	reset	count2[2]$_DFFE_PP0N_
worst max-delay path, cell delays in order, from the launching register on:
cell	delay, ns
dfxtp_1	0.33
or4_1	0.57
or3_4	0.37
inv_2	0.08
or3_1	0.09
clkdlybuf4s50_1	0.45
stage by stage:
stage                     hold WS (ns)  power [W]  worst slack, ns  instances  cell area (µm²)
after floorplan                 0.4322  0.0003087            3.569        188             2067
after CTS                       0.4817  0.0004955            2.704        263             2377
final                           0.4789  0.0004905            2.713        263             2377
after global routing            0.4985  0.0005105            2.611        263             2377
after detailed placement        0.4617  0.0003232            3.035        255             2296
after global placement          0.4607  0.0003229            3.087        255             2296
cell families after synthesis:
logic type	after synthesis	synth area share
multiplexers	2	0.01029
XOR/XNOR	25	0.1059
flip-flops	44	0.5230
adder cells (fa/ha/maj)	8	0.04843
AND-OR/OR-AND	13	0.03753
buffers and inverters	11	0.02542
AND/OR/NAND/NOR	85	0.2494
metal layers:
metal	wire, µm	global-route usage
met5	0	0
met4	48	0.02660
met1	1983	0.3681
met3	173	0.05594
met2	1555	0.2462
cells in the final DEF (no fill, tap or decap), types with 3 or more instances in the layout:
| cell | count |
|---|---|
| dfrtp_1 | 30 |
| xnor2_1 | 21 |
| nand2_1 | 20 |
| clkdlybuf4s50_1 | 17 |
| nor2_1 | 16 |
| nand3_1 | 10 |
| inv_1 | 8 |
| nor4_1 | 8 |
| ha_1 | 8 |
| dfstp_2 | 8 |
| nand4_1 | 6 |
| dfxtp_1 | 6 |
| o21ai_0 | 5 |
| clkbuf_8 | 5 |
| xor2_1 | 4 |
| nor2b_1 | 4 |
| nor3_1 | 3 |
| or4_1 | 3 |
area by class of cell:
class / instances / area share
repair buffers: 19 / 0.07789
clock inverters: 1 / 0.002105
clock buffers: 7 / 0.03211
flip-flops and latches: 44 / 0.4547
well taps: 50 / 0.02632
multi-input cells: 133 / 0.3926
inverters: 9 / 0.01421
registers in the layout, indices dropped and copies added (netlist names):
name,count
an3,1
an6,1
an4,1
an1,1
an5,1
count1,27
an7,1
an0,1
an2,1
count2,3
reg_disp,6
Power is estimated from default activity; no workload was simulated.
