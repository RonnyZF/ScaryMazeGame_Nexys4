==> ./design.v <==
`timescale 1ns / 1ps
module lvl_sel_cursor(
    input wire video_on,
    input wire clk,
    input wire reset,
    input wire btn_up, btn_down,
    input wire [9:0] pix_x, pix_y,
    output reg [2:0] cursor_rgb,
    output wire cursor_on,
    output wire [1:0] nivel
    );
    localparam [1:0]
        first = 2'b00,
        second = 2'b01,
        third = 2'b10,
        extra = 2'b11;
    localparam centro_x0 = 161;
    localparam centro_y0 = 302;   
   localparam left_BAR_X_L0 = centro_x0 - 5;
   localparam left_BAR_X_R0 = centro_x0 + 5;
   localparam left_BAR_Y_T0 = centro_y0 - 10; 
   localparam left_BAR_Y_B0 = centro_y0 + 10;
   localparam right_BAR_X_L0 = centro_x0 - 10;
   localparam right_BAR_X_R0 = centro_x0 + 10;
   localparam right_BAR_Y_T0 = centro_y0 - 5; 
   localparam right_BAR_Y_B0 = centro_y0 + 5;
   localparam top_BAR_X_L0 = centro_x0 - 7;
   localparam top_BAR_X_R0 = centro_x0 + 7;
   localparam top_BAR_Y_T0 = centro_y0 - 7; 
   localparam top_BAR_Y_B0 = centro_y0 + 7;
     localparam centro_x1 = 161;
     localparam centro_y1 = 334;   
    localparam left_BAR_X_L1 = centro_x1 - 5;
    localparam left_BAR_X_R1 = centro_x1 + 5;
    localparam left_BAR_Y_T1 = centro_y1 - 10; 
    localparam left_BAR_Y_B1 = centro_y1 + 10;
    localparam right_BAR_X_L1 = centro_x1 - 10;
    localparam right_BAR_X_R1 = centro_x1 + 10;
    localparam right_BAR_Y_T1 = centro_y1 - 5; 
    localparam right_BAR_Y_B1 = centro_y1 + 5;
    localparam top_BAR_X_L1 = centro_x1 - 7;
    localparam top_BAR_X_R1 = centro_x1 + 7;
    localparam top_BAR_Y_T1 = centro_y1 - 7; 
    localparam top_BAR_Y_B1 = centro_y1 + 7;
      localparam centro_x2 = 161;
      localparam centro_y2 = 366;   
     localparam left_BAR_X_L2 = centro_x2 - 5;
     localparam left_BAR_X_R2 = centro_x2 + 5;
     localparam left_BAR_Y_T2 = centro_y2 - 10; 
     localparam left_BAR_Y_B2 = centro_y2 + 10;
     localparam right_BAR_X_L2 = centro_x2 - 10;
     localparam right_BAR_X_R2 = centro_x2 + 10;
     localparam right_BAR_Y_T2 = centro_y2 - 5; 
     localparam right_BAR_Y_B2 = centro_y2 + 5;
     localparam top_BAR_X_L2 = centro_x2 - 7;
     localparam top_BAR_X_R2 = centro_x2 + 7;
     localparam top_BAR_Y_T2 = centro_y2 - 7; 
     localparam top_BAR_Y_B2 = centro_y2 + 7;
    reg right_bar_on, left_bar_on, top_bar_on;
    reg [1:0] presente = 2'b00;
    reg [1:0] futuro;
    always @(posedge clk)
    begin
        if (reset)
            begin
           futuro = 2'b00;
           presente = 2'b00;
           end
        else if (btn_up)
            futuro <= presente + 3;
        else if (btn_down)
            futuro <= presente + 1;
        else if (futuro == 2'b11)
            begin
            if (btn_up)
                futuro = 2'b10;
            else if (btn_down)
                futuro = 2'b00;
            end
        else
            presente <= futuro;
         case(presente)
             first:           
                 begin
                     top_bar_on = (top_BAR_X_L0<=pix_x) && (pix_x<=top_BAR_X_R0) && (top_BAR_Y_T0<=pix_y) && (pix_y<=top_BAR_Y_B0);
                     left_bar_on = (left_BAR_X_L0<=pix_x) && (pix_x<=left_BAR_X_R0) && (left_BAR_Y_T0<=pix_y) && (pix_y<=left_BAR_Y_B0);
                     right_bar_on = (right_BAR_X_L0<=pix_x) && (pix_x<=right_BAR_X_R0) && (right_BAR_Y_T0<=pix_y) && (pix_y<=right_BAR_Y_B0);
                 end
             second:
                 begin
                     top_bar_on = (top_BAR_X_L1<=pix_x) && (pix_x<=top_BAR_X_R1) && (top_BAR_Y_T1<=pix_y) && (pix_y<=top_BAR_Y_B1);
                     left_bar_on = (left_BAR_X_L1<=pix_x) && (pix_x<=left_BAR_X_R1) && (left_BAR_Y_T1<=pix_y) && (pix_y<=left_BAR_Y_B1);
                     right_bar_on = (right_BAR_X_L1<=pix_x) && (pix_x<=right_BAR_X_R1) && (right_BAR_Y_T1<=pix_y) && (pix_y<=right_BAR_Y_B1);
                 end
             third:
                 begin
                     top_bar_on = (top_BAR_X_L2<=pix_x) && (pix_x<=top_BAR_X_R2) && (top_BAR_Y_T2<=pix_y) && (pix_y<=top_BAR_Y_B2);
                     left_bar_on = (left_BAR_X_L2<=pix_x) && (pix_x<=left_BAR_X_R2) && (left_BAR_Y_T2<=pix_y) && (pix_y<=left_BAR_Y_B2);
                     right_bar_on = (right_BAR_X_L2<=pix_x) && (pix_x<=right_BAR_X_R2) && (right_BAR_Y_T2<=pix_y) && (pix_y<=right_BAR_Y_B2);
                 end
             extra:           
                 begin
                    top_bar_on = (top_BAR_X_L2<=pix_x) && (pix_x<=top_BAR_X_R2) && (top_BAR_Y_T2<=pix_y) && (pix_y<=top_BAR_Y_B2);
                    left_bar_on = (left_BAR_X_L2<=pix_x) && (pix_x<=left_BAR_X_R2) && (left_BAR_Y_T2<=pix_y) && (pix_y<=left_BAR_Y_B2);
                    right_bar_on = (right_BAR_X_L2<=pix_x) && (pix_x<=right_BAR_X_R2) && (right_BAR_Y_T2<=pix_y) && (pix_y<=right_BAR_Y_B2);
                 end
         endcase
     end 
    assign cursor_on = (top_bar_on)||(left_bar_on)||(right_bar_on);
    assign nivel = futuro;
    always @*
      if (~video_on)
         cursor_rgb = 3'b000; 
      else
         if (top_bar_on)
            cursor_rgb = 3'b100;
         else if (right_bar_on)
            cursor_rgb = 3'b100;
         else if (left_bar_on)
            cursor_rgb = 3'b100;
         else
            cursor_rgb = 3'b000; 
endmodule
==> ./run.sh <==
#!/bin/bash
# OpenROAD 26Q1-2900-gdf79404cd8, Yosys 0.63+post, stock flow scripts
make -C /OpenROAD-flow-scripts/flow DESIGN_CONFIG=/design/flow/config.mk WORK_HOME=/design/flow/orfs finish
==> ./config.mk <==
export PLATFORM = sky130hd
export DESIGN_NAME = lvl_sel_cursor
export DESIGN_NICKNAME = lvl_sel_cursor
export VERILOG_FILES = /design/flow/design.v
export SDC_FILE = /design/flow/constraint.sdc
export NUM_CORES = 4
export LEC_CHECK = 1
export CORE_AREA = 10 10 86 86
export DIE_AREA = 0 0 96 96
==> ./constraint.sdc <==
current_design lvl_sel_cursor

set clk_period 2.7
set clk_io_pct 0.2

create_clock -name clk0 -period $clk_period [get_ports {clk}]

set non_clock_inputs [all_inputs -no_clocks]
set_input_delay [expr $clk_period * $clk_io_pct] -clock clk0 $non_clock_inputs
set_output_delay [expr $clk_period * $clk_io_pct] -clock clk0 [all_outputs]
==> results.sh <==
# physical design summary
export IMPL_ys_seq_frac=0.167
export IMPL_cts_repair_timing_setup_buffer_count=0
export IMPL_aoi_share=0.301
export IMPL_cts_tree="yes"
export IMPL_synth_cellmix_simpleShare=0.411
export IMPL_ys_top_cells_by_area="sky130_fd_sc_hd__dfxtp_1 17%, sky130_fd_sc_hd__a21oi_1 6.0%, sky130_fd_sc_hd__o21ai_0 5.4%"
export IMPL_rsz0062_at_grt="no"
export IMPL_die_x_um=96
export IMPL_synth_cells=112
export IMPL_drt_vias_per_instance=4.40
export IMPL_ctsHtreeMaxLevel=1
export IMPL_syn_mean_instance_area_um2=7.50
export IMPL_edf_count=0
export IMPL_clk_pin_slew_worst_paths_ps=40
export IMPL_wire_per_inst_um=11.1
export IMPL_synthesis_area_per_yosys_um2=840
export IMPL_drt_pass1_iter_count=4
export IMPL_cap_viol_max_count=0
export IMPL_setup_tns_ps=0
export IMPL_synthMuxAreaShare=0.0119
export IMPL_top_cell_area_share=0.167
export IMPL_share_of_the_core_filled_by_cells_before_placement=0.152
export IMPL_cts_root_buffer_cell="sky130_fd_sc_hd__clkbuf_8"
export IMPL_antenna_violating_nets_post_route=0
export IMPL_final_hold_violation_count=0
export IMPL_die_area_mm2=0.00922
export IMPL_setup_viol=0
export IMPL_critical_path_max_fanout=10
export IMPL_flop_cell="sky130_fd_sc_hd__dfxtp_1"
export IMPL_max_slew_worst_pin_slew_ps=508
export IMPL_synth_adder_area_share=0
export IMPL_initial_antenna_violation_count=0
export IMPL_worst_slew_margin_rel=0.657
export IMPL_cp_data_arrival_time_ps=2300
export IMPL_netlist_area_um2=840
export IMPL_worst_ep_required_time_ps=2840
export IMPL_yosysWarnings=1
export IMPL_grt_pass1_vias=902
export IMPL_flow_area_growth_from_synthesis_pct=44.1
export IMPL_cts_inserted_buffers=3
export IMPL_criticalPathCategory="in2reg"
export IMPL_p_total_uw=374
export IMPL_synth_cell_type_count=45
export IMPL_cts_hold_repair_buffers=0
export IMPL_fin_crit_sh=0.801
export IMPL_irDropWorstVdd_mv=0.165
export IMPL_warning_count=25
export IMPL_numClockSinks=7
export IMPL_post_route_min_period_ps=2160
export IMPL_synth_logic_top_family="simple AND/OR/NAND/NOR gates"
export IMPL_grtUsageTotal=0.0508
export IMPL_detail_route_iter0_violations=78
export IMPL_lkg_pwr_nw=0.417
export IMPL_async_flop_share=0
export IMPL_worst_hold_path_type="reg2reg"
export IMPL_grt_first_pass_wirelength_mm=3.96
export IMPL_cts_resized=0
export IMPL_max_clock_freq_mhz=462
export IMPL_grt_overflow_total=0
export IMPL_die_y_um=96
export IMPL_post_route_cells_drive_above_1_share=0.107
export IMPL_site_row_count=27
export IMPL_ioPinCount=31
export IMPL_post_synth_top_count_cell="sky130_fd_sc_hd__a21oi_1"
export IMPL_worstSetupEndpointType="register"
export IMPL_finalClockSkew_ps=1.56
export IMPL_clock_latency_late_pin_ps=220
export IMPL_dp_hpwl_mm=1.97
export IMPL_whs_ps=482
export IMPL_grt_start_max_net_pins=14
export IMPL_core_mm2=0.00554
export IMPL_drc=0
export IMPL_route_final_wire_length_mm=2.36
export IMPL_antenna_cells_inserted=0
export IMPL_outcome="finished, final reports clean"
export IMPL_yosysTopAreaCell="sky130_fd_sc_hd__dfxtp_1"
export IMPL_critical_path_startpoint_type="input port"
export IMPL_gp_congestion=0.869
export IMPL_xor_area_frac=0.0104
export IMPL_number_of_synthesized_register_bits=7
export IMPL_ys_cells=112
export IMPL_post_synth_most_frequent_cells="10 x sky130_fd_sc_hd__a21oi_1, 9 x sky130_fd_sc_hd__nand2_1, 9 x sky130_fd_sc_hd__o21ai_0, 7 x sky130_fd_sc_hd__dfxtp_1, 6 x sky130_fd_sc_hd__nor2_1"
export IMPL_num_vias=933
export IMPL_power_per_cell_area_mw_per_mm2=309
export IMPL_maxSlewViolCount=0
export IMPL_port_buffer_count=28
export IMPL_clock_tree_buffer_depth=2
==> final timing paths <==
path         cells past startpoint  slack, ps            to  startpoint
min reg2reg                      2        480     futuro[1]   futuro[1]
max                              6        540  right_bar_on    pix_y[2]
min                              2        480     futuro[1]   futuro[1]
max reg2reg                      5       1130   left_bar_on   futuro[0]
==> registers in the layout, summed over array words and instances, names as in the netlist <==
| signal | cells |
|---|---|
| futuro | 2 |
| presente | 2 |
| left_bar_on | 1 |
| right_bar_on | 1 |
| top_bar_on | 1 |
==> where the power goes <==
part / internal, mW / switching, mW / leakage, nW
Combinational: 0.0648 / 0.0543 / 0.337
Clock: 0.102 / 0.0409 / 0.0228
Sequential: 0.109 / 0.00373 / 0.0573
==> worst max-delay path: stages <==
cell and delay (ps):
sky130_fd_sc_hd__clkdlybuf4s50_1 560, sky130_fd_sc_hd__nor4b_2 500, sky130_fd_sc_hd__nand3_2 110, sky130_fd_sc_hd__o21a_1 120
sky130_fd_sc_hd__a211o_1 280, sky130_fd_sc_hd__a31oi_1 190
==> layout by cell type, fill, tap and decap left out, types with 3 or more instances in the layout <==
cell / Yosys / layout
sky130_fd_sc_hd__clkdlybuf4s50_1: 0 / 28
sky130_fd_sc_hd__or3_1: 4 / 4
sky130_fd_sc_hd__a21oi_1: 10 / 10
sky130_fd_sc_hd__o21ai_0: 9 / 9
sky130_fd_sc_hd__nor3_1: 4 / 4
sky130_fd_sc_hd__nand2_1: 9 / 9
sky130_fd_sc_hd__nand4_1: 3 / 3
sky130_fd_sc_hd__inv_1: 3 / 3
sky130_fd_sc_hd__clkbuf_8: 1 / 3
sky130_fd_sc_hd__nor2_1: 6 / 6
sky130_fd_sc_hd__a31oi_1: 4 / 4
sky130_fd_sc_hd__dfxtp_1: 7 / 7
sky130_fd_sc_hd__o21a_1: 4 / 4
==> metal layers <==
metal	track usage	share of wire	vias up
li1	-	-	481
met4	0.00369	0	0
met1	0.0659	0.45	424
met2	0.0863	0.47	28
met3	0.0134	0.080	0
met5	0	0	-
==> cell families after synthesis <==
family	Yosys count
mux	1
simple gates	53
buf+inv	11
flops	7
other cells	1
xor+xnor	1
compound gates	38
==> final cells by class <==
type	instances	area, um^2
multi-input combinational	95	624
inverter	4	15.0
tap	72	90.1
sequential	7	140
clock buffer	4	45.0
fill	624	4330
timing repair buffer	30	295
==> stage by stage <==
stage | cell area [um^2] | util | cells | worst slack (ps)
after global placement | 1160 | 0.210 | 208 | 301
after CTS | 1210 | 0.218 | 212 | 551
after floorplan | 843 | - | 113 | 1020
after detailed placement | 1160 | 0.210 | 208 | 334
after global routing | 1210 | 0.218 | 212 | 410
final | 1210 | 0.218 | 212 | 537
No activity file was given, so power comes from the tool's default toggle rates.
