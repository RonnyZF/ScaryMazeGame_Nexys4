==> flow/design.v <==
`timescale 1ns / 1ps
module dif_sel_cursor(
    input wire video_on,
    input wire enable,
    input wire clk,
    input wire reset,
    input wire btn_up, btn_down,
    input wire [9:0] pix_x, pix_y,
    output reg [2:0] cursor_rgb,
    output wire cursor_on
    );
    localparam [1:0]
        first = 2'b00,
        second = 2'b01,
        third = 2'b10,
        extra = 2'b11;
    localparam centro_x0 = 323;
    localparam centro_y0 = 302;   
    localparam left_BAR_X_L0 = centro_x0 - 5;
    localparam left_BAR_X_R0 = centro_x0 + 5;
    localparam left_BAR_Y_T0 = centro_y0 - 10; 
    localparam left_BAR_Y_B0 = centro_y0 + 10;
    localparam right_BAR_X_L0 = centro_x0 - 10;
    localparam right_BAR_X_R0 = centro_x0 + 10;
    localparam right_BAR_Y_T0 = centro_y0 - 5; 
    localparam right_BAR_Y_B0 = centro_y0 + 5;
    localparam top_BAR_X_L0 = centro_x0 - 7;
    localparam top_BAR_X_R0 = centro_x0 + 7;
    localparam top_BAR_Y_T0 = centro_y0 - 7; 
    localparam top_BAR_Y_B0 = centro_y0 + 7;
     localparam centro_x1 = 323;
     localparam centro_y1 = 334;   
    localparam left_BAR_X_L1 = centro_x1 - 5;
    localparam left_BAR_X_R1 = centro_x1 + 5;
    localparam left_BAR_Y_T1 = centro_y1 - 10; 
    localparam left_BAR_Y_B1 = centro_y1 + 10;
    localparam right_BAR_X_L1 = centro_x1 - 10;
    localparam right_BAR_X_R1 = centro_x1 + 10;
    localparam right_BAR_Y_T1 = centro_y1 - 5; 
    localparam right_BAR_Y_B1 = centro_y1 + 5;
    localparam top_BAR_X_L1 = centro_x1 - 7;
    localparam top_BAR_X_R1 = centro_x1 + 7;
    localparam top_BAR_Y_T1 = centro_y1 - 7; 
    localparam top_BAR_Y_B1 = centro_y1 + 7;
      localparam centro_x2 = 323;
      localparam centro_y2 = 366;   
     localparam left_BAR_X_L2 = centro_x2 - 5;
     localparam left_BAR_X_R2 = centro_x2 + 5;
     localparam left_BAR_Y_T2 = centro_y2 - 10; 
     localparam left_BAR_Y_B2 = centro_y2 + 10;
     localparam right_BAR_X_L2 = centro_x2 - 10;
     localparam right_BAR_X_R2 = centro_x2 + 10;
     localparam right_BAR_Y_T2 = centro_y2 - 5; 
     localparam right_BAR_Y_B2 = centro_y2 + 5;
     localparam top_BAR_X_L2 = centro_x2 - 7;
     localparam top_BAR_X_R2 = centro_x2 + 7;
     localparam top_BAR_Y_T2 = centro_y2 - 7; 
     localparam top_BAR_Y_B2 = centro_y2 + 7;
    reg right_bar_on, left_bar_on, top_bar_on;
    reg [1:0] presente = 2'b00;
    reg [1:0] futuro;
    always @(posedge clk)
    begin
        if (reset)
        begin
            futuro = 2'b00;
            presente = 2'b00;
       end
        else if (btn_up)
            futuro <= presente + 3;
        else if (btn_down)
            futuro <= presente + 1;
        else if (futuro == 2'b11)
            begin
            if (btn_up)
                futuro = 2'b10;
            else if (btn_down)
                futuro = 2'b00;
            end
        else
            presente <= futuro;
         case(presente)
             first:           
                 begin
                     top_bar_on = (top_BAR_X_L0<=pix_x) && (pix_x<=top_BAR_X_R0) && (top_BAR_Y_T0<=pix_y) && (pix_y<=top_BAR_Y_B0);
                     left_bar_on = (left_BAR_X_L0<=pix_x) && (pix_x<=left_BAR_X_R0) && (left_BAR_Y_T0<=pix_y) && (pix_y<=left_BAR_Y_B0);
                     right_bar_on = (right_BAR_X_L0<=pix_x) && (pix_x<=right_BAR_X_R0) && (right_BAR_Y_T0<=pix_y) && (pix_y<=right_BAR_Y_B0);
                 end
             second:
                 begin
                     top_bar_on = (top_BAR_X_L1<=pix_x) && (pix_x<=top_BAR_X_R1) && (top_BAR_Y_T1<=pix_y) && (pix_y<=top_BAR_Y_B1);
                     left_bar_on = (left_BAR_X_L1<=pix_x) && (pix_x<=left_BAR_X_R1) && (left_BAR_Y_T1<=pix_y) && (pix_y<=left_BAR_Y_B1);
                     right_bar_on = (right_BAR_X_L1<=pix_x) && (pix_x<=right_BAR_X_R1) && (right_BAR_Y_T1<=pix_y) && (pix_y<=right_BAR_Y_B1);
                 end
             third:
                 begin
                     top_bar_on = (top_BAR_X_L2<=pix_x) && (pix_x<=top_BAR_X_R2) && (top_BAR_Y_T2<=pix_y) && (pix_y<=top_BAR_Y_B2);
                     left_bar_on = (left_BAR_X_L2<=pix_x) && (pix_x<=left_BAR_X_R2) && (left_BAR_Y_T2<=pix_y) && (pix_y<=left_BAR_Y_B2);
                     right_bar_on = (right_BAR_X_L2<=pix_x) && (pix_x<=right_BAR_X_R2) && (right_BAR_Y_T2<=pix_y) && (pix_y<=right_BAR_Y_B2);
                 end
             extra:           
                 begin
                    top_bar_on = (top_BAR_X_L2<=pix_x) && (pix_x<=top_BAR_X_R2) && (top_BAR_Y_T2<=pix_y) && (pix_y<=top_BAR_Y_B2);
                    left_bar_on = (left_BAR_X_L2<=pix_x) && (pix_x<=left_BAR_X_R2) && (left_BAR_Y_T2<=pix_y) && (pix_y<=left_BAR_Y_B2);
                    right_bar_on = (right_BAR_X_L2<=pix_x) && (pix_x<=right_BAR_X_R2) && (right_BAR_Y_T2<=pix_y) && (pix_y<=right_BAR_Y_B2);
                 end
         endcase
     end 
    assign cursor_on = (top_bar_on)||(left_bar_on)||(right_bar_on);
    always @*
      if ((~video_on)||(~enable))
         cursor_rgb = 3'b000; 
      else
         if (top_bar_on)
            cursor_rgb = 3'b100;
         else if (right_bar_on)
            cursor_rgb = 3'b100;
         else if (left_bar_on)
            cursor_rgb = 3'b100;
         else
            cursor_rgb = 3'b000; 
endmodule
==> flow/run.sh <==
#!/bin/bash
# OpenROAD 26Q1-2900-gdf79404cd8, Yosys 0.63+post, stock flow scripts
make -C /OpenROAD-flow-scripts/flow DESIGN_CONFIG=/design/flow/config.mk WORK_HOME=/design/flow/orfs finish
==> flow/config.mk <==
export PLATFORM = sky130hd
export DESIGN_NAME = dif_sel_cursor
export DESIGN_NICKNAME = dif_sel_cursor
export VERILOG_FILES = /design/flow/design.v
export SDC_FILE = /design/flow/constraint.sdc
export NUM_CORES = 4
export LEC_CHECK = 1
export CORE_AREA = 10 10 107 107
export DIE_AREA = 0 0 117 117
==> flow/constraint.sdc <==
current_design dif_sel_cursor

set clk_period 3.9
set clk_io_pct 0.2

create_clock -name clk0 -period $clk_period [get_ports {clk}]

set non_clock_inputs [all_inputs -no_clocks]
set_input_delay [expr $clk_period * $clk_io_pct] -clock clk0 $non_clock_inputs
set_output_delay [expr $clk_period * $clk_io_pct] -clock clk0 [all_outputs]
==> impl_metrics.env <==
# yosys + openroad results
export IMPL_yosys_warnings=1
export IMPL_num_rows=35
export IMPL_cts_post_setup_buffers_inserted=0
export IMPL_synth_dominant_cell_count="nor2_1"
export IMPL_synthesis_area_per_instance_um2=7.61
export IMPL_fin_hold_ws_ns=0.459
export IMPL_rsz0062_at_grt="false"
export IMPL_timing_rr_start="futuro[1]"
export IMPL_yosys_stat_seqShare_pct=15.7
export IMPL_cp_startpoint="video_on"
export IMPL_die_size_x_um=117
export IMPL_route_antenna_remaining_nets=0
export IMPL_vias_per_cell=3.89
export IMPL_path_cells="clkdlybuf4s50_1 > and3_1 > clkdlybuf4s50_1"
export IMPL_dr_total_vias=980
export IMPL_yosys_area_top_type="dfxtp_1"
export IMPL_clock_tree_from_tritoncts="built"
export IMPL_late_pin_clk_latency_ns=0.22
export IMPL_post_route_drc_count=0
export IMPL_critical_path_top_cell_by_count="clkdlybuf4s50_1"
export IMPL_yosys_top_cells_area="dfxtp_1, nor2_1, o21a_1, nor3_1, a31oi_1"
export IMPL_r2r_endpoint="left_bar_on"
export IMPL_flop_cell="dfxtp_1"
export IMPL_clkTransAtPathRegs_ns=0.04
export IMPL_die_area_um2=13700
export IMPL_ff2ff_setup_slack_ns=2.20
export IMPL_clock_skew_ns=0.000839
export IMPL_ys_ff=7
export IMPL_leakage_power_figure_nw=0.404
export IMPL_fmaxAchievable_mhz=385
export IMPL_element_type_at_the_critical_path_end="primary output"
export IMPL_cts_buffers=3
export IMPL_die_height_um=117
export IMPL_slew_headroom_pct=64.2
export IMPL_grt_overflow_total=0
export IMPL_clockBufferDepth=2
export IMPL_drt_wirelength_per_cell_um=10.9
export IMPL_number_of_antenna_violations_at_the_first_check_in_global_routing=0
export IMPL_totalWireLength_um=2740
export IMPL_pre_cts_setup_slack_ns=1.13
export IMPL_grt_start_max_net_pins=14
export IMPL_floorplan_io_pins=30
export IMPL_netlist_instances=117
export IMPL_start_kind="primary input"
export IMPL_final_setup_worst_slack_ns=1.30
export IMPL_h_tree_depth=1
export IMPL_crit_required_ns=3.12
export IMPL_power_total_mw=0.271
export IMPL_max_cap_violations=0
export IMPL_synth_top_area_share_pct=15.7
export IMPL_layout_cells_non_filler=252
export IMPL_globalRouteTotalUtil_pct=3.85
export IMPL_holdCritPathClass="register to register"
export IMPL_stage_log_warnings=25
export IMPL_number_of_global_route_vias_before_repair=943
export IMPL_synth_chip_area_um2=891
export IMPL_power_per_cell_area_nw_per_um2=210
export IMPL_buffer_ports_inserted=27
export IMPL_slowest_library_cell_on_the_worst_path="clkdlybuf4s50_1"
export IMPL_worst_path_max_fanout=1
export IMPL_ys_cells=117
export IMPL_r2r_cells=5
export IMPL_placement_cell_area_um2=1240
export IMPL_run_status="complete, no violations"
export IMPL_place_gp_congestion=0.862
export IMPL_edf_count=0
export IMPL_min_period_ns=2.60
export IMPL_area_growth_syn_to_layout_pct=44.5
export IMPL_final_core_util_pct=14.0
export IMPL_cts_num_sinks=7
export IMPL_syn_area_um2=891
export IMPL_post_route_cell_area_um2=1290
export IMPL_drt_pass1_iter_count=4
export IMPL_placedCellCount=248
export IMPL_wire_length_of_the_first_global_routing_pass_um=4350
export IMPL_fin_crit_sh_pct=66.6
export IMPL_worst_slew_pin_transition_ns=0.533
export IMPL_post_route_cells_drive_above_1_share_pct=10.6
export IMPL_ffs_w_async_s_r_synth_pct=0
export IMPL_dp_hpwl_um=2300
export IMPL_common_cells="nor2_1, nand2_1, dfxtp_1, nor3_1, a21oi_1"
export IMPL_critPathKind="primary input to primary output"
export IMPL_cp_data_arrival_time_ns=1.82
export IMPL_netlist_cell_type_count=52
export IMPL_peakVddDrop_mv=0.0976
export IMPL_final_setup_tns_ns=0
export IMPL_cts_resized=0
export IMPL_critPathCapture="cursor_rgb[2]"
export IMPL_detail_route_antenna_diodes=0
export IMPL_setup_viol_count_final=0
export IMPL_crit_path_max_incr_delay_ns=0.46
export IMPL_fp_coreArea_um2=9200
export IMPL_cts_hold_buffers_added=0
export IMPL_hold_violations=0
export IMPL_detail_route_iter0_violations=71
export IMPL_drv_slew=0
export IMPL_fp_util_pct=9.69
export IMPL_root_buffer="clkbuf_8"
==> report_power, final <==
part	switching [mW]	total [mW]	leakage [nW]	internal [mW]
combinational	0.0458	0.0953	0.324	0.0495
clock	0.0273	0.0977	0.0228	0.0704
sequential	0.00174	0.0778	0.0574	0.0760
total	0.0749	0.271	0.404	0.196
==> flip-flops by register name (all words and copies together) (netlist names) <==
name,count
top_bar_on,1
presente,2
futuro,2
left_bar_on,1
right_bar_on,1
==> per-layer routing <==
metal	track usage, %	vias up	wire, um
met3	1.60	2	284
met1	4.20	441	1050
li1	-	508	-
met5	0	-	0
met2	7.01	29	1390
met4	0.412	0	14
==> final cells by class <==
cell class,count,area [um^2]
well taps,111,139
inverters,3,11.3
flip-flops and latches,7,140
clock buffers,4,45.0
fillers,1042,7910
repair buffers,27,270
multi-input cells,100,682
==> critical path, delay by kind of cell <==
family | cells | cell delay [ns]
buffers and inverters | 2 | 0.91
and+or+nand+nor | 1 | 0.14
==> worst min-delay path by stage <==
stage	from	endpoint	depth (start not counted)
4_1_cts	futuro[1]	futuro[1]	2
5_1_grt	futuro[1]	futuro[1]	2
6_report	futuro[1]	futuro[1]	2
==> placed cells by master (no fill, tap or decap), drive strengths merged, types with 2 or more instances in the layout <==
master / synthesis / layout
clkdlybuf4s50: 0 / 27
nor2: 10 / 10
nand2: 8 / 8
nor3: 7 / 7
dfxtp: 7 / 7
a21oi: 6 / 6
o21a: 5 / 5
o21ai: 5 / 5
a31oi: 5 / 5
clkbuf: 5 / 4
a211oi: 4 / 4
inv: 3 / 3
nand3: 3 / 3
nor4: 3 / 3
a21o: 3 / 3
o211ai: 2 / 2
or4b: 2 / 2
nand4: 2 / 2
a41oi: 2 / 2
nor3b: 2 / 2
and4bb: 2 / 2
and3: 2 / 2
conb: 1 / 2
or3: 2 / 2
or2: 2 / 2
==> logic make-up (layout without fill, tap and decap cells) <==
family,after synthesis,count (layout),synth area share [%]
AOI/OAI and AO/OA,44,44,37.4
buffers and inverters,11,34,8.15
DFF,7,7,15.7
and+or+nand+nor,53,53,37.4
xor gates and xnor gates,1,1,0.983
other,1,2,0.421
Power figures rest on the tool's default switching activity, not on a simulated workload.
